**./design.v**
```verilog
module pc (
    input  logic        clk,
    input  logic        rst,
    input  logic        branch,  
    input  logic [31:0] offset,  
    input logic         override,  
    input  logic [31:0] rs1,  
    input  logic [31:0] jalr_imm,  
    output logic [31:0] pc_out
);
    reg [31:0] pc;
    logic [31:0] jalr_target;
    assign jalr_target = (rs1 + jalr_imm) & 32'hfffffffe;  
    always_ff @(posedge clk or posedge rst) begin
        if (rst) begin
            pc <= 32'b0; 
        end else if (override) begin
            pc <= jalr_target;  
        end else  if (branch) begin
            pc <= pc + offset + 32'd4;
        end else if (~branch) begin  
            pc <= pc + 4; 
        end
    end
    assign pc_out = pc;
endmodule
```
**./run.sh**
```bash
#!/bin/bash
# OpenROAD 26Q1-2900-gdf79404cd8, Yosys 0.63+post, stock flow scripts
make -C /OpenROAD-flow-scripts/flow DESIGN_CONFIG=/design/flow/config.mk WORK_HOME=/design/flow/orfs finish
```
**./config.mk**
```make
export PLATFORM = sky130hd
export DESIGN_NAME = pc
export DESIGN_NICKNAME = pc
export VERILOG_FILES = /design/flow/design.v
export SDC_FILE = /design/flow/constraint.sdc
export NUM_CORES = 4
export LEC_CHECK = 1
export CORE_UTILIZATION = 30
```
**./constraint.sdc**
```tcl
current_design pc

set clk_period 7.7
set clk_io_pct 0.2

create_clock -name clk0 -period $clk_period [get_ports {clk}]

set non_clock_inputs [all_inputs -no_clocks]
set_input_delay [expr $clk_period * $clk_io_pct] -clock clk0 $non_clock_inputs
set_output_delay [expr $clk_period * $clk_io_pct] -clock clk0 [all_outputs]
```
==> notes.md <==
impl run done, here's what came out: die width 139 µm, crit-path cells clkdlybuf4s50_1, ha_1, ha_1, inv_1, fa_1, nor2b_1, o31a_1, o21ai_0, a21oi_1, a211o_1, nor2_1, o21ai_0, a21oi_1, o311ai_1, Top cells by area ha_1 20%, dfrtp_1 14%, a21oi_1 7.1%, post-synth cell types 66, cts bufs inserted 5, Slew @ Worst Pin 0.738 ns, Main synth FF type dfrtp_1, total die area 19300 µm², CP delay by family, top AND-OR/OR-AND gates, CP bufs+invs 2, P&R area growth vs syn 28.9%, Final ANT Viol Nets 0, clock latency on the worst-skew pair 0.28 ns, # fillers 1867, Regs by FF count pc x32, CTS Sinks 32, Final setup viols 0, I/O pins 132, clock-pin slew on the worst setup and hold paths 0.05 ns, worst flop-to-flop path startpoint pc[2], CP Depth 14, post-DP HPWL 13500 µm, crit path time final 4.82 ns, Post-Syn Instances 727, maximum vdd drop 95.1 µV, Yosys warning total 1, Chip Area, Yosys 5620 µm², hold_ws 0.566 ns, initial antenna violation count 0, clock buffer depth 2, power density over the cells 254 nW/µm², Core Region 18100 µm², Worst Hold Path Cells 2, Initial DRT Pass Iterations 22, FF-to-FF End pc[30], Cell Count, Final, Fillers Out 1065, CTS root buffer clkbuf_16, Log Warnings 25, setup slack, reg-to-reg 4.13 ns, Worst Setup Start Kind input pin, Die Ht 139 µm, vias in the first global route 5184, Remaining DRCs 0, Fin Clk Skew 0.00412 ns, Seq share, synth 0.143, remaining global-route overflow 0, Fmax achieved 0.207 GHz, endpoint class of the critical path register, GRT Overall Usage 0.171, Post-synth ARST share 1.00, Final Hold Fails 0, number of buffers added on ports 131, CP arrival 5.01 ns, dpl cells 1057, # diodes 0, number of enable flip-flop cells 0, worst rel slew slack 0.502, slowest stage delay, CP 0.49 ns, wire per inst 15.4 µm, Post-CTS Hold Fix Bufs 0, setup bufs post-CTS 0, # Max-Cap Violations 0, drt initial violations 326, Slew Viols, Final 0, synthesized cell area 5620 µm², CP required 7.88 ns, # rows 49, Lkg Pwr 3.13 nW, cell taking the most area after synthesis ha_1, Final Cycle Share 0.627, Top reg by flops pc, Vias 5620, Top-area cell share 0.205, H-tree levels 2, Worst Hold Path EP pc[0], fp_density 0.310, wirelength, routed 16400 µm, gp weighted congestion 0.911, mean post-synth cell area 7.73 µm², Worst Hold Launch pc[0], slowest CP cell o21ai_0, first-pass GRT wire length 26500 µm, Hold WC Path Type register to register, max FFs per register 32, setup TNS 0 ns, Post-synth top cells 92 x ha_1, 80 x a21oi_1, 57 x nand2_1, 56 x nor2_1, 46 x o21ai_0, vias per cell 5.28, post-CTS sizing 0, share of layout cells above drive strength 1 0.0347, dominant cell by count in the synthesized netlist ha_1, kind of critical path input pin to register, status finished clean, CTS tree yes, RSZ-0062 raised after global routing false, Yosys Instances 727, largest net degree at the start of global routing 70, critical-path maximum fanout 5, FF-to-FF path depth 12, Flops after synth 32
## final cells by class
type | count | area, µm² | share of cell area
Multi-Input combinational cell | 646 | 4620 | 0.638
Timing Repair Buffer | 134 | 1320 | 0.183
Clock inverter | 3 | 23.8 | 0.00328
Clock buffer | 5 | 125 | 0.0173
Sequential cell | 32 | 801 | 0.111
Tap cell | 229 | 287 | 0.0396
Inverter | 16 | 60.1 | 0.00830
## per-stage QoR
stage               total power [W]  setup slack, ns  cell area (µm²)   util
floorplan                   0.00119             3.57             5620      -
global placement            0.00165             2.73             7090  0.391
detailed placement          0.00163             2.66             7090  0.391
CTS                         0.00184             2.94             7240  0.399
global route                0.00201             2.65             7240  0.399
finish                      0.00184             2.88             7240  0.399
## power by group
group | switching, W | leakage [nW] | internal [W]
registers | 0.000124 | 0.376 | 0.000226
clock network | 0.0000739 | 0.0660 | 0.000120
logic | 0.000678 | 2.68 | 0.000620
## cell families (layout without fill, tap and decap cells)
| logic type | count (synthesis) | after routing | share of synthesized area |
|---|---|---|---|
| and+or+nand+nor | 230 | 230 | 0.207 |
| DFF | 32 | 32 | 0.143 |
| xor gates and xnor gates | 72 | 72 | 0.112 |
| adders and majority gates | 94 | 94 | 0.212 |
| buffers and inverters | 49 | 158 | 0.0352 |
| AOI/OAI and AO/OA | 243 | 243 | 0.279 |
| muxes | 7 | 7 | 0.0125 |
## layer usage
| layer | GRT usage | part of all wire | vias up |
|---|---|---|---|
| met1 | 0.275 | 0.52 | 2537 |
| met5 | 0.0100 | 0 | - |
| met2 | 0.250 | 0.42 | 145 |
| met3 | 0.0215 | 0.052 | 14 |
| met4 | 0.0158 | 0.0076 | 0 |
| li1 | - | - | 2924 |
## placed cells by master, fill, tap and decap left out, types with 3 or more instances in the layout
cell type	Yosys	final
clkdlybuf4s50_1	0	129
ha_1	92	92
a21oi_1	80	80
nand2_1	57	57
nor2_1	56	56
o21ai_0	46	46
xnor2_1	40	40
a21o_1	35	35
xor2_1	32	32
dfrtp_1	32	32
a211oi_1	20	20
nand3_1	20	20
nor3_1	18	18
inv_1	16	16
nand4_1	13	13
nand2b_1	12	12
nor2b_1	12	12
o211ai_1	10	10
and3_1	10	10
and4_1	8	8
a31oi_1	7	7
mux2i_1	7	7
or3_1	5	5
clkbuf_16	0	5
o31a_1	4	4
a211o_1	4	4
and2_1	4	4
o21bai_1	4	4
a2111oi_0	3	3
o21a_1	3	3
a31o_2	3	3
buf_4	0	3
## tightest hold or removal path, delay by kind of cell, from the launching register on
| family | cells | cell delay (ns) |
|---|---|---|
| mux | 1 | 0.08 |
| flops | 1 | 0.37 |
| simple gates | 1 | 0.08 |
## how the worst max path moves through the flow
stage | slack (ns) | endpoint | start
4_1_cts | 2.94 | pc[30] | offset[2]
5_1_grt | 2.65 | pc[30] | offset[2]
6_report | 2.88 | pc[31] | offset[1]
Power is estimated from default activity; no workload was simulated.
