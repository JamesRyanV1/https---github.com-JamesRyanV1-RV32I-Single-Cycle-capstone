`config.mk`:
```
export PLATFORM = sky130hd
export DESIGN_NAME = registerFile
export DESIGN_NICKNAME = registerFile
export VERILOG_FILES = /design/flow/design.v
export SDC_FILE = /design/flow/constraint.sdc
export NUM_CORES = 4
export LEC_CHECK = 1
export CORE_UTILIZATION = 50
```
`constraint.sdc`:
```
current_design registerFile

set clk_period 14.2
set clk_io_pct 0.2

create_clock -name clk0 -period $clk_period [get_ports {clk}]

set non_clock_inputs [all_inputs -no_clocks]
set_input_delay [expr $clk_period * $clk_io_pct] -clock clk0 $non_clock_inputs
set_output_delay [expr $clk_period * $clk_io_pct] -clock clk0 [all_outputs]
```
`design.v`:
```
module registerFile (
    input logic clk,
    input logic rst,
    input logic [4:0] rs1,
    input logic [4:0] rs2,
    input logic [4:0] rd,
    input logic [1:0] register_source,  
    input logic [31:0] alu_result,  
    input logic [31:0] pc_plus_4,  
    input logic [31:0] wd,  
    input logic enableWrite,
    output logic [31:0] rd1,
    output logic [31:0] rd2
);
    logic [31:0] regs [31:0];
    integer i;  
    always_ff @(posedge clk) begin
        if (rst) begin
            for (i = 0; i <32; i++) begin
                regs[i] <= 32'b0;
            end
        end
        else if (enableWrite && rd != 0) begin
            case (register_source)
                2'b00: regs[rd] <= wd;                
                2'b01: regs[rd] <= alu_result;       
                2'b10: regs[rd] <= pc_plus_4;       
                default: regs[rd] <= wd;             
            endcase
        end
    end
    assign rd1 = (rs1 == 0) ? 32'b0 : regs[rs1];
    assign rd2 = (rs2 == 0) ? 32'b0 : regs[rs2];
endmodule
```
`run.sh`:
```
#!/bin/bash
# OpenROAD 26Q1-2900-gdf79404cd8, Yosys 0.63+post, stock flow scripts
make -C /OpenROAD-flow-scripts/flow DESIGN_CONFIG=/design/flow/config.mk WORK_HOME=/design/flow/orfs finish
```
==> ci_impl_report.md <==
## Implementation flow summary

| Metric | Value |
|---|---|
| Status | `finished, final reports clean` |
| DP HPWL | `126000 µm` |
| Initial DRC Count | `3447` |
| First-pass GRT wire length | `310000 µm` |
| WL/cell | `40.8 µm` |
| Crit path DRT | `roughly 11000 ps` |
| Total GRT Usage | `44.7%` |
| Full die area | `0.111 mm²` |
| Die Ht | `333 µm` |
| Init Core Util | `roughly half` |
| Final core occ | `~58%` |
| Top area contributor share | `between 50% and 60%` |
| CTS Buffer Depth | `3` |
| Xor+xnor area frac | `0%` |
| Post-layout min period | `10090 ps` |
| Largest Register | `regs` |
| Post-CTS Hold Buffers | `0` |
| Worst-Margin Slew | `1330 ps` |
| Gr ovfl total | `0` |
| Fin crit share | `between 70% and 80%` |
| EDFF count, synth | `1024` |
| Setup TNS | `0 ps` |
| Worst slew margin | `11.0%` |
| Sw frac | `25.9%` |
| CTS HTree Levels | `3` |
| Synth Seq Share | `56.2%` |
| Power per cell area | `between 100 and 150 mW/mm²` |
| Yosys cell count | `approximately 3900` |
| Clock power share | `38.9%` |
| Combinational share of power | `14.4%` |
| Gate Area | `0.0224 mm²` |
| Yosys chip area | `0.0547 mm²` |
| Power consumption | `7.69 mW` |
| Root buf cell | `clkbuf_16` |
| Largest regs | `regs (1024)` |
| Reg power frac | `a little under half` |
| Pleak | `around 21 nW` |
| Post-Syn Instances | `3856` |
| MUX area fraction | `a little under a quarter` |
| Endpoints failing setup | `0` |
| Main flop type | `edfxtp_1` |
| Count leader, synth | `edfxtp_1` |
| Worst setup EP type | `primary output` |
| Tool warnings | `26` |
| Post-synth top cells | `edfxtp_1 (1024), a21oi_1 (1015), mux4_2 (455)` |
| Startpoint types | `input port` |
| Max reg flops | `1024` |
| Final hold violations | `0` |
| Area leader, netlist | `edfxtp_1` |
| Synth Area in Simple Gates | `2.80%` |
| Pre-CTS setup slack | `4580 ps` |
| Antenna viol nets, final | `0` |
| Vias/cell | `7.43` |
| P_int | `~5.7 mW` |
| Critical path fanouts, max | `46` |
| Hold Path Class | `input port to flop` |
| Max-Cap Viols | `0` |
| Worst hold start | `rst` |
| RSZ-0062 raised after global routing | `false` |
| Drt total wl | `219000 µm` |
| Boundary Pins | `180` |
| Initial antenna violation count | `9` |
| Largest net degree at the start of global routing | `about 100` |
| Fin. max-slew vios | `0` |
| Slack of the critical path | `4110 ps` |
| Critical path arrival | `around 7300 ps` |
| Share of cells above drive strength 1 | `25.1%` |
| Fill count | `8130` |
| Initial DRT Pass Iterations | `6` |
| Standard-cell rows | `120` |
| Top cells, area | `edfxtp_1 (56%), mux4_2 (19%), a21oi_1 (9.3%)` |
| Number of setup buffers added after CTS | `0` |
| Post-Syn Area | `0.0547 mm²` |
| Main logic family | `multiplexers` |
| Vias in the first global route | `44100` |
| CTS tree | `done` |
| Yosys warns | `1` |
| Via count | `39900` |
| Post-synth regs | `1024` |
| Ao+oa area frac | `13.6%` |
| Async set or reset register ratio after synthesis | `0%` |
| FF+latch area | `0.0307 mm²` |
| DRC | `0` |
| Mapped Avg Cell Area | `14.2 µm²` |
| Core region area | `0.108 mm²` |
| Switching power total | `1.99 mW` |
| Unique cell types | `49` |
| Area grow syn2layout | `13.7%` |
| Post-CTS sizing | `0` |
| Clock transition at path regs | `60 ps` |
| Routability Congestion | `0.937` |
| Hold path depth | `2` |
| IR drop worst, VDD | `~100 µV` |
| Adder share | `0%` |
| Port Buf Inserts | `179` |
| Die X | `approximately 330 µm` |
| Clock net sink count | `1024` |
| CTS Buf Count | `113` |
| Crit Path Category | `input port to primary output` |
| Hold Path End | `regs[0][31]` |
| Fmax | `just under 100 MHz` |
==> cells in the final DEF, fill, tap and decap left out, drive strengths merged, types with 45 or more instances in the layout <==
master,count
nand2b,68
mux4,455
a21oi,1015
buf,213
nand2,76
mux2,45
clkdlybuf4s50,167
clkinv,53
mux2i,180
edfxtp,1024
o22ai,93
clkbuf,136
==> power by group through the flow <==
stage | combinational, mW | sequential, mW | clock [mW]
after CTS | 1.08 | 3.58 | 3.00
after global routing | 1.15 | 3.60 | 3.12
final | 1.11 | 3.59 | 3.00
==> per-layer routing <==
| metal | up-vias | part of all wire (%) | track usage, % |
|---|---|---|---|
| li1 | 15700 | - | - |
| met1 | 19300 | 27 | 47.6 |
| met2 | 4036 | 43 | 58.7 |
| met3 | 897 | 22 | 40.8 |
| met4 | 41 | 7.2 | 23.5 |
| met5 | - | 0.43 | 8.25 |
==> layout make-up <==
class / count / area share (%)
Clock inverter: 74 / 1.30
Antenna cell: 4 / 0.0161
Tap cell: 1403 / 2.82
Timing Repair Buffer: 380 / 5.39
Multi-Input combinational cell: 2319 / 36.1
Inverter: 35 / 0.211
Clock buffer: 136 / 4.72
Sequential cell: 1024 / 49.5
==> logic make-up after synthesis <==
logic type             after synthesis
AOI/OAI and AO/OA                 1314
DFF                               1024
muxes                              680
buffers and inverters              544
and+or+nand+nor                    293
other                                1
==> worst max path at each step <==
stage	from	to	slack (ps)	cells past startpoint
6_report	rs2[2]	rd2[19]	4110	8
5_1_grt	rs2[2]	rd2[19]	4080	8
4_1_cts	rs2[2]	rd2[19]	4560	8
==> critical path, stage by stage <==
cell	delay, ps
buf_6	440
buf_4	710
buf_4	750
mux4_2	340
a22o_1	140
a2111oi_0	70
a311oi_1	1070
clkdlybuf4s50_1	650
==> per-stage QoR <==
| stage | hold WS (ps) | std cells | area, µm² |
|---|---|---|---|
| after global placement | 3650 | 5161 | 58400 |
| after CTS | 2880 | 5371 | 62100 |
| after floorplan | 3220 | 3887 | 54800 |
| after global routing | 2920 | 5374 | 62200 |
| after detailed placement | 3650 | 5161 | 58400 |
| final | 2920 | 5375 | 62200 |
No activity file was given, so power comes from the tool's default toggle rates.
