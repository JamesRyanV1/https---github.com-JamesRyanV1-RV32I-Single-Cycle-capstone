### ./design.v
module alu (
    input logic clk,
    input logic rst,
    input logic alu_source,
    input logic [3:0] cntrl,
    input logic [31:0] d1,
    input logic [31:0] immediate,
    input logic [31:0] rs2,
    output logic [31:0] alu_output,
    output logic zero,
    output logic last_bit
);
    logic [31:0] d2;
    always_comb begin
        d2 = 32'b0;
        case (alu_source)
            1'b0: d2 = rs2;         
            1'b1: d2 = immediate;   
        endcase
    end
    logic [31:0] add_result;
    logic [31:0] shift_result;
    logic [1:0]  shift_type;
    logic [31:0] logic_result;
    alu_adder adder_inst (
        .a(d1),
        .b(d2),
        .sum(add_result)
    );
    alu_shifter shifter_inst (
        .a(d1),
        .shamt(d2[4:0]),  
        .shift_type(shift_type),
        .shift_result(shift_result)
    );
    alu_logic logic_inst (
        .a(d1),
        .b(d2),
        .cntrl(cntrl),
        .logic_output(logic_result)
    );
    always_comb begin
            shift_type = 2'b00;  
            alu_output = 32'b0;  
            zero = alu_output == 32'b0;
            last_bit = alu_output[0];
        case (cntrl)
            4'b0000: alu_output = add_result;  
            4'b0001: begin  
                shift_type = 2'b00;
                alu_output = shift_result;
            end
            4'b0010: begin  
                shift_type = 2'b01;
                alu_output = shift_result;
            end
            4'b0011: begin  
                shift_type = 2'b10;
                alu_output = shift_result;
            end
            4'b0100: alu_output = logic_result;  
            4'b0101: alu_output = logic_result;  
            4'b0110: alu_output = logic_result;  
            4'b0111: begin
                if ($signed(d1) < $signed(d2)) begin
                    alu_output = 32'b1;
                end else begin
                    alu_output = 32'b0;
                end
            end
            default: alu_output = 32'b0;  
        endcase
        zero     = (alu_output == 32'b0);
        last_bit = alu_output[0];
    end
endmodule
module alu_adder (
    input logic [31:0] a,  
    input logic [31:0] b,  
    output logic [31:0] sum  
);
    assign sum = a + b;
endmodule
module alu_logic (
    input logic  [31:0] a,
    input logic  [31:0] b,
    input logic  [3:0]  cntrl,
    output logic [31:0] logic_output
);
    always_comb begin
        case (cntrl)
            4'b0100: begin  
                logic_output = a & b;  
            end
            4'b0101: begin  
                logic_output = a | b;  
            end
            4'b0110: begin  
                logic_output = a ^ b;  
            end
            default : begin  
                logic_output = 32'b0; 
            end
        endcase
    end
endmodule
module alu_shifter (
    input logic [31:0] a,
    input logic [4:0]  shamt,
    input logic [1:0]  shift_type,  
    output logic [31:0] shift_result
);
    always_comb begin
        case (shift_type)
            2'b00: shift_result = a << shamt;  
            2'b01: shift_result = a >> shamt;  
            2'b10: shift_result = $signed(a) >>> shamt;  
            default: shift_result = 32'b0;
        endcase
    end
endmodule
### ./run.sh
#!/bin/bash
# OpenROAD 26Q1-2900-gdf79404cd8, Yosys 0.63+post, stock flow scripts
make -C /OpenROAD-flow-scripts/flow DESIGN_CONFIG=/design/flow/config.mk WORK_HOME=/design/flow/orfs finish
### ./config.mk
export PLATFORM = sky130hd
export DESIGN_NAME = alu
export DESIGN_NICKNAME = alu
export VERILOG_FILES = /design/flow/design.v
export SDC_FILE = /design/flow/constraint.sdc
export NUM_CORES = 4
export LEC_CHECK = 1
export CORE_UTILIZATION = 30
### ./constraint.sdc
current_design alu

set clk_period 18.7
set clk_io_pct 0.2

create_clock -name clk0 -period $clk_period

set non_clock_inputs [all_inputs -no_clocks]
set_input_delay [expr $clk_period * $clk_io_pct] -clock clk0 $non_clock_inputs
set_output_delay [expr $clk_period * $clk_io_pct] -clock clk0 [all_outputs]
==> results_dict.tcl <==
# yosys + openroad results
set metrics [dict create \
    status "complete, no violations" \
    p_leak_nw 4.54 \
    finalWirelength_um 49700 \
    grt_pass1_wl_um 72300 \
    vias_per_cell 6.27 \
    via_count 10900 \
    crit_fanout 27 \
    numPlacedInstances 1733 \
    finalMaxSlewViolations 0 \
    rsz0062_at_grt "false" \
    hold_path_class "input port to output pin" \
    drive_gt1_share_pct 9.42 \
    hpwl_um 38800 \
    nClkBuffers 0 \
    initCoreUtil_pct 30.4 \
    grt_overflow_total 0 \
    critPathKind "input port to output pin" \
    antenna_found_initial 1 \
    critical_path_arrival_ps 9700 \
    grt_pass1_vias 10300 \
    cp_slowest_cell "or4b_2" \
    fin_cells 1733 \
    fillers 3237 \
    num_antenna_cells 0 \
    path_delay_family "buffers and inverters" \
    fin_crit_ps 13440 \
    antenna_left 0 \
    grt_max_degree 51 \
    cts.hold.buffers_added 0 \
    timing.setup.tns_ps 0 \
    syn_area_per_cell_sq_um 7.35 \
    area.growth.synth_to_final_pct 18.3 \
    fmaxAchievable_mhz 74.4 \
    start_kind "input port" \
    synth_cell_types 78 \
    finalCritPeriodShare_pct 71.9 \
    seqCellArea_sq_um 0 \
    dr.pass1.iters 5 \
    fin_area_sq_um 11000 \
    placed_area_sq_um 11000 \
    die_area_sq_um 31700 \
    synthCells 1266 \
    ys_cells 1266 \
    hold_violations 0 \
    synthesis.area_sq_um 9310 \
    row_count 64 \
    gp_congestion 1.01 \
    ioPinCount 137 \
    core_sq_um 30600 \
    postSynthSeqShare_pct 0 \
    ir_drop_uv 12.7 \
    crit_buf_inv 5 \
    synth-warning-count 3 \
    die_h_um 178 \
    fin_ws_ps 5260 \
    drtIter0Drc 1036 \
    warning_count 114 \
    dp_worst_setup_slack_ps 5330 \
    drc_errors 0 \
    port_buffers 135 \
    finalSetupViolations 0 \
    tightest_slew_ps 795 \
    die_width_um 178 \
    required_ps 14960 \
    critical_path.max_stage_delay_ps 750 \
    track_usage_pct 32.2 \
    cts_resized 0 \
    wire_per_inst_um 28.7 \
    crit_path_frequent_cell "buf_4" \
    critPathCaptureType "output pin" \
    cap_viol_max_count 0 \
    crit_chain "buf_2 -> buf_4 -> mux2i_4 -> buf_4 -> buf_4 -> ha_1 -> a21oi_1 -> o211ai_1 -> or4b_2 -> a31oi_1 -> o32ai_1 -> a41oi_1 -> o2111ai_1 -> nor4_1 -> nand4_1 -> nor2_1 -> clkdlybuf4s50_1" \
    yosys_area_sq_um 9310 \
    postCtsSetupRepairBufs 0 \
    power.total_mw 0.401 \
    seq_cell_count 0 \
    cellPowerDensity_nw_per_um2 36.4 \
    maxSlewHeadroom_pct 45.5 \
]
-- per-layer routing --
layer | up-vias | routed length (um) | global-route usage [%] | part of all wire (%)
met5 | - | 0 | 0 | 0
met4 | 0 | 1510 | 8.16 | 3.0
met3 | 83 | 4790 | 9.13 | 9.6
met2 | 573 | 22300 | 50.2 | 45
met1 | 5270 | 21100 | 43.9 | 42
li1 | 4943 | - | - | -
-- final cells by class --
class	instances	area, sq um	share of cell area (%)
Multi-Input combinational cell	1060	8490	77.1
Timing Repair Buffer	176	1650	15.0
Tap cell	396	495	4.50
Inverter	101	382	3.47
-- power by group --
part / internal [mW] / total (mW) / switching (mW)
clock network: 0 / 0 / 0
registers: 0 / 0 / 0
logic: 0.156 / 0.401 / 0.246
-- through the flow --
stage	util [%]	hold WS [ps]
6_report	36.0	8750
5_1_grt	36.0	8850
4_1_cts	36.0	8740
3_5_place_dp	36.0	8730
3_3_place_gp	36.0	8720
2_1_floorplan	-	7770
-- cell usage after synthesis, types with 10 or more instances --
cell type,n,area [sq um]
nand2_1,125,469
ha_1,112,1400
mux2i_1,101,1010
inv_1,98,368
a21oi_1,93,465
nor2_1,88,330
clkbuf_1,69,259
o21ai_0,66,330
mux4_2,59,1330
o22ai_1,40,250
a211oi_1,25,188
nor3_1,23,115
a31oi_1,21,131
o211ai_1,20,150
buf_2,16,80.1
xnor2_1,16,140
nand3_1,15,75.1
nand4_1,14,87.6
a21o_1,13,97.6
nand2b_1,13,81.3
a22oi_1,12,90.1
and2_1,12,75.1
buf_1,12,45.0
nor2b_1,12,75.1
o221ai_1,11,96.3
a221oi_1,10,87.6
o31ai_1,10,75.1
-- kinds of logic (layout without fill, tap and decap cells) --
kind of cell / Yosys count / count (layout) / share of synthesized area (%)
compound gates: 406 / 406 / 29.2
xor+xnor: 21 / 21 / 1.98
fa+ha+maj: 113 / 113 / 15.3
buf+inv: 206 / 277 / 9.07
mux: 168 / 168 / 26.5
simple gates: 352 / 352 / 18.1
-- layout by cell type (no fill, tap or decap), drive strengths merged, types with 10 or more instances in the layout --
cell,n
a211oi,25
nand2b,13
a21o,13
nand3,15
nor2b,12
mux4,59
o21ai,66
a221oi,10
ha,112
and2,13
a22oi,12
nor3,23
clkdlybuf4s50,133
o221ai,11
o211ai,20
mux2i,104
o22ai,40
o31ai,10
inv,101
xnor2,16
buf,43
nor2,88
a31oi,21
a21oi,93
nand2,125
nand4,14
-- tightest hold or removal path, cell delays in order --
cell	delay (ps)
buf_2	100
buf_4	230
nand3_1	150
a2111o_1	100
o211ai_1	210
clkdlybuf4s50_1	470
-- worst paths after layout --
kind,start,end,slack [ps],depth (start not counted)
max,alu_source,zero,5260,17
min,cntrl[0],last_bit,8750,6
Power figures rest on the tool's default switching activity, not on a simulated workload.
